[./config.mk]
export PLATFORM = sky130hd
export DESIGN_NAME = gray
export DESIGN_NICKNAME = gray
export VERILOG_FILES = /design/flow/design.v
export SDC_FILE = /design/flow/constraint.sdc
export NUM_CORES = 4
export LEC_CHECK = 1
export CORE_AREA = 10 10 70 70
export DIE_AREA = 0 0 80 80
[./constraint.sdc]
current_design gray

set clk_period 1.0
set clk_io_pct 0.2

create_clock -name clk0 -period $clk_period [get_ports {Clk}]

set non_clock_inputs [all_inputs -no_clocks]
set_input_delay [expr $clk_period * $clk_io_pct] -clock clk0 $non_clock_inputs
set_output_delay [expr $clk_period * $clk_io_pct] -clock clk0 [all_outputs]
[./design.v]
`timescale 1ns / 1ps
module gray(
    input Clk,
    input Reset,
    input En,
    output [2:0] Output,
    output Overflow
    );
	 reg [7:0] memor[1023:0];
	 reg [2:0] media = 0;
	 reg over = 0;
	 assign Overflow = over;
	 assign Output[2]=media[2];
	 assign Output[1]=media[2]^media[1];
	 assign Output[0]=media[1]^media[0];
	 always@(posedge Clk)begin
		if(Reset)begin
			media<=0;
			over<=0;
		end
		else if(En&&!over)
			{over,media}<=media+1;
		else if(En&&over)begin
			media<=media+1;
		end
	 end
endmodule
[./run.sh]
#!/bin/bash
# OpenROAD 26Q1-2900-gdf79404cd8, Yosys 0.63+post, stock flow scripts
make -C /OpenROAD-flow-scripts/flow DESIGN_CONFIG=/design/flow/config.mk WORK_HOME=/design/flow/orfs finish
==> flow_summary.yaml <==
# implementation run metrics
run_status:
  status: "complete, but fails checks"
  violations: "negative setup slack"
final_timing:
  setup_viol: 2
  finalHoldViolCount: 0
  rsz0062_at_grt: "yes"
  worstMarginPinSlew_ns: 0.270
  fin_setup_tns_ns: -0.450
  drv_slew: 0
  slew-limit-headroom: 0.820
  finalWorstPathRequiredPeriod_ns: 1.23
  fmax_ghz: 0.815
  worst_slack_ns: -0.226
  fin_crit_sh: 1.23
  skew_ns: 0.00297
floorplanning:
  fp-utilization: 0.0502
  die_w_um: 80
  num_rows: 21
  ios: 7
  die_area_sq_um: 6400
  coreArea_sq_um: 3420
  die.size.y_um: 80
placement:
  routabilityCongestion: 0.690
  post-place-ws_ns: -0.279
  dp_hpwl_um: 420
  port-buffer-count: 6
  dpl-instance-area_sq_um: 297
worst_setup_path:
  crit_top_cell: "buf_6"
  critPathLaunchType: "flop"
  worstPathCellList: "buf_6, ha_4, buf_6"
  reg2regPathDepth: 4
  reg2reg_setup_slack_ns: 0.02
  cpPeakStageDelay_ns: 0.34
  r2r-start: "media[1]$_SDFFE_PP0P_"
  end_kind: "output port"
  crit_buf_inv: 2
  path_class: "reg2out"
  crit_fanout: 2
  required_ns: 0.80
  r2r_end: "media[2]$_SDFFE_PP0P_"
  critPathSlowestCell: "dfxtp_4"
  worstPathArrival_ns: 1.03
  path_delay_family: "flip-flops"
drt:
  antenna_cells: 0
  ant_nets: 0
  wl_per_cell_um: 7.83
  drcViolationCount: 0
  num_vias: 167
  drt_iter0_markers: 3
  drtPass1Iterations: 2
  finalWirelength_um: 595
  viasPerCell: 2.20
cts:
  clk_pin_slew_ns: 0.04
  cts_root_buf: "clkbuf_4"
  hold_buffers: 0
  cts_tree: "built"
  cts_sinks: 4
  cts.htree.levels: 1
  worstSkewPairLatency_ns: 0.23
  numCtsBuffers: 3
  clock_path_buffers: 2
layout:
  final_area_sq_um: 404
  final_core_util: 0.118
  syn_to_final_growth_pct: 136
  drive_above_1_share: 0.633
min_path:
  min_delay_path_depth: 3
  hold_class: "in2reg"
  holdPathEnd: "media[2]$_SDFFE_PP0P_"
  min_from: "En"
global_route:
  grt_pass1_wl_um: 862
  antenna_found_initial: 0
  grt_pass1_vias: 189
  grt_max_degree: 6
  grt.total_usage: 0.0183
  overflow: 0
synth:
  syn_inst: 16
  synthDistinctLibCells: 10
  ys_ff: 4
  syn_area_sq_um: 171
  ys_area_sq_um: 171
  yosys_cells: 16
  yosysSeqAreaShare: 0.467
  yosysWarnings: 1
  syn_avg_cell_area_sq_um: 10.7
run:
  warnings: 27
  drv_cap: 0
power:
  cellLeakagePower_uw: 0.000161
  power.total_uw: 491
  irDropWorstVdd_mv: 0.573
  p_per_area_nw_per_um2: 1210
==> cells in the mapped netlist <==
cell type / count / share of area
dfxtp_1: 4 / 0.47
nor2_1: 3 / 0.066
ha_1: 2 / 0.15
a21bo_2: 1 / 0.058
a21oi_1: 1 / 0.029
a31oi_1: 1 / 0.037
buf_4: 1 / 0.044
mux2i_1: 1 / 0.058
nand3b_1: 1 / 0.044
xnor2_1: 1 / 0.051
==> how the worst max path moves through the flow <==
stage / from / to / depth (start not counted)
5_1_grt: media[1]$_SDFFE_PP0P_ / Output[0] / 3
4_1_cts: media[1]$_SDFFE_PP0P_ / Output[1] / 3
6_report: media[1]$_SDFFE_PP0P_ / Output[0] / 3
==> timing repair <==
action                                  CTS  global route
endpoints found under the hold margin     0             0
buffers inserted                          3             1
gates cloned                              0             0
pin swaps                                 2             3
gates resized                            19             6
endpoints found under the setup margin    4             6
==> layout make-up <==
class	count	area [sq um]
Fill cell	404	3010
Multi-Input combinational cell	11	113
Sequential cell	4	85.1
Timing Repair Buffer	12	126
Tap cell	46	57.6
Clock buffer	3	22.5
==> worst register-to-register path, cell delays in order, from the launching register on <==
cell	delay, ns
dfxtp_4	0.34
buf_6	0.12
ha_4	0.15
a21bo_2	0.19
a21oi_2	0.12
==> cell families after synthesis <==
kind of cell,share of synthesized area
flops,0.467
buf+inv,0.0438
xor+xnor,0.0511
mux,0.0584
fa+ha+maj,0.146
compound gates,0.124
simple gates,0.110
==> per-stage QoR <==
stage               cells  hold WS, ns
floorplan              16        0.269
global placement       69        0.453
detailed placement     69        0.462
CTS                    75        0.466
global route           76        0.423
finish                 76        0.408
==> layout by cell type (no fill, tap or decap), drive strengths merged <==
cell,count
clkdlybuf4s50,1
a21oi,1
xnor2,1
nand3b,1
clkbuf,4
a31oi,1
mux2i,1
dfxtp,4
a21bo,1
dlymetal6s2s,1
buf,9
nor2,3
ha,2
==> state kept, by name (all words and copies together), names as in the netlist <==
| name | cells |
|---|---|
| over | 1 |
| media | 3 |
==> per-layer routing <==
| metal | share of wire | GRT usage |
|---|---|---|
| met1 | 0.58 | 0.0273 |
| met2 | 0.33 | 0.0185 |
| met3 | 0.087 | 0.0148 |
| met4 | 0 | 0.00352 |
| met5 | 0 | 0 |
==> power by group <==
group | total [uW] | internal, uW | switching [uW]
clock network | 193 | 134 | 59.6
registers | 179 | 170 | 9.17
logic | 119 | 82.2 | 36.7
total | 491 | 386 | 105
Power is estimated from default activity; no workload was simulated.
