$ cat /design/flow/config.mk
export PLATFORM = sky130hd
export DESIGN_NAME = grf
export DESIGN_NICKNAME = grf
export VERILOG_FILES = /design/flow/design.v
export SDC_FILE = /design/flow/constraint.sdc
export NUM_CORES = 4
export LEC_CHECK = 1
export CORE_UTILIZATION = 40
$ cat /design/flow/constraint.sdc
current_design grf

set clk_period 11.6
set clk_io_pct 0.2

create_clock -name clk0 -period $clk_period [get_ports {clk}]

set non_clock_inputs [all_inputs -no_clocks]
set_input_delay [expr $clk_period * $clk_io_pct] -clock clk0 $non_clock_inputs
set_output_delay [expr $clk_period * $clk_io_pct] -clock clk0 [all_outputs]
$ cat /design/flow/design.v
`timescale 1ns / 1ps
module grf(
    input regwrite,
    input [4:0] ra1,
    input [4:0] ra2,
    input [4:0] wa,
    input [31:0] wd,
    input clk,
    input rst,
    output [31:0] rd1,
    output [31:0] rd2
    );
	reg[31:0] regs[31:0];
	assign rd1 =  (regwrite&&wa==ra1&&wa!=5'b0)?wd:
					  regs[ra1];
	assign rd2 = (regwrite&&wa==ra2&&wa!=5'b0)?wd:
					  regs[ra2];
	integer i;
	always@(posedge clk)begin
		if(!rst)begin
			for(i =0;i<28;i = i+1)
				regs[i] <=0;
			regs[28]<=32'h00001800;
			regs[29]<=32'h00002ffc;
			regs[30]<=32'b0;
			regs[31]<=32'b0;
		end
		else if(regwrite)begin
			if(wa!=5'b0)begin
				regs[wa] <= wd;
			end
			else
				;
		end
	end
endmodule
$ cat /design/flow/run.sh
#!/bin/bash
# OpenROAD 26Q1-2900-gdf79404cd8, Yosys 0.63+post, stock flow scripts
make -C /OpenROAD-flow-scripts/flow DESIGN_CONFIG=/design/flow/config.mk WORK_HOME=/design/flow/orfs finish
==> results.yml <==
# flow metrics
status:
  run_status: "finished clean"
sta:
  finalCritPeriodShare_pct: 75.1
  max_clock_freq_mhz: 115
  final_sum_of_negative_setup_slack_ns: 0
  slew_at_the_pin_closest_to_its_max_slew_limit_ns: 0.924
  drv_slew: 0
  timing.final.setup_violations: 0
  rsz0062_at_grt: "no"
  report.final.hold_viol_count: 0
  layout_min_cycle_time_ns: 8.72
  worst_slew_margin_rel_pct: 38.2
floorplanning:
  fp_util_pct: 40.5
  dieWidth_um: 368
  io_pins: 114
  die_h_um: 368
  design.core.area_um2: 132000
  die_area_um2: 136000
  core.rowCount: 133
layout:
  largest_register_by_flop_count: "regs"
  finish.utilization_pct: 45.9
  max_ffs_per_register: 1024
  flow.area_growth_from_synthesis_pct: 13.3
  layout_cells_sized_above_1_pct: 25.0
  top_regs: "regs: 1024 flops"
clock_tree:
  cts.htree.levels: 3
  cts-hold-fix-buffers: 0
  cts_repair_resize_count: 0
  cts.root.buffer_cell: "clkbuf_16"
  cts.sink_count: 1024
  number_of_buffers_created_by_cts: 110
  clkTransAtPathRegs_ns: 0.06
  tritoncts: "done"
  total_setup_buffers_inserted_after_cts: 0
  clock_buffer_depth: 3
global_routing:
  first_global_vias: 35400
  grt_pass1_wl_mm: 254
  grt_max_degree: 94
  antenna_violations_before_repair: 16
  grt_overflow_total: 0
  gr-usage-all-layers_pct: 29.3
placement:
  portBuffers: 113
  gp_routability_congestion: 0.914
  hpwlAfterDp_mm: 107
min_path:
  min-delay-path-class: "in2reg"
  timing.hold.worst_endpoint: "regs[22][7]"
  hold_path_start: "rst"
  hold-path-cell-count: 2
worst_setup_path:
  critical_path_required_ns: 9.28
  cp-start-kind: "input port"
  slowest_cell_delay_on_critical_path_ns: 1.06
  timing.critical_path.cells: "clkdlybuf4s50_1, or3_2, buf_4, o22ai_1, or4_1, o21ai_0, clkdlybuf4s50_1"
  critPathMostFrequentCell: "clkdlybuf4s50_1"
  critical_path_peak_fanout: 22
  cp.arrival_ns: 6.40
  worstSetupPathType: "in2out"
  setup.worst_path.end_class: "output pin"
  crit_slowest_cell: "clkdlybuf4s50_1"
drt:
  antenna_violating_nets_post_route: 0
  routedWlPerCell_um: 33.4
  dr.pass1.iters: 5
  vias: 32500
  drcViolationCount: 0
  finalWirelength_mm: 180
  drt-initial-drc-count: 1992
  post_drt_via_cell_ratio: 6.04
pwr:
  total_leakage_power_nw: 20.1
  ir_drop_mv: 0.128
  cellPowerDensity_nw_per_um2: 146
logic_synthesis:
  netlist_top_cells_count: "1024 x edfxtp_1, 979 x and2_1, 508 x mux4_2"
  ys_area_um2: 53600
  enable_flop_cells: 1024
  ys_seq_share_pct: 57.3
  ys_types: 38
  synth-async-reset-ratio_pct: 0
  synth.top_cell.area_share_pct: 57.3
  ys.flop_type: "edfxtp_1"
  yosys-stat-cells: 3503
  post-synth-top-count-cell: "edfxtp_1"
  synth_flops: 1024
  syn-cell-area_um2: 53600
  yosys-top-cells-area: "edfxtp_1 57%, mux4_2 21%, and2_1 11%"
  yosysWarnings: 1
  netlist.top_cell.by_area: "edfxtp_1"
  synthesis.area_per_instance_um2: 15.3
  post_synth_inst_count: 3503
run:
  number_of_warnings_in_the_stage_logs: 26
  cap_violations: 0
-- critical path: cells and delay by family --
family,cells,cell delay [ns]
buf+inv,3,2.19
simple gates,2,1.07
compound gates,2,0.77
-- placed cells by master, fill, tap and decap left out, drive strengths merged, types with 11 or more instances in the layout --
cell type	instances
nand2	70
o22ai	248
mux4	508
clkbuf	141
clkinv	46
and2	979
o21ai	93
edfxtp	1024
buf	173
or3	16
conb	32
mux2i	11
or4	64
clkdlybuf4s50	108
nor2	38
-- cell type report --
cell class,count,area [um2]
Fill cell,11100,71500
Sequential cell,1024,30700
Multi-Input combinational cell,2113,21800
Clock buffer,141,2910
Timing Repair Buffer,281,2470
Tap cell,1755,2200
Clock inverter,63,566
Antenna cell,8,20.0
Inverter,1,3.75
-- how the worst max path moves through the flow --
stage / endpoint / slack (ns) / cells after the start / from
after CTS: rd1[12] / 2.98 / 7 / ra1[4]
final: rd1[12] / 2.88 / 7 / ra1[4]
after global routing: rd1[12] / 2.84 / 7 / ra1[4]
-- metrics by stage --
step	total power, mW	instance area (um2)	setup slack [ns]	cells	hold WS [ns]
after CTS	8.92	60700	2.98	5378	2.14
final	8.87	60700	2.88	5386	2.17
after floorplan	5.03	53700	4.97	3534	2.50
after detailed placement	5.49	57300	2.98	5174	2.91
after global routing	9.12	60700	2.84	5380	2.18
after global placement	5.48	57300	3.02	5174	2.91
-- cell families after synthesis --
group	after synthesis	share of synthesized area, %
AND/OR/NAND/NOR	1204	13.7
multiplexers	519	21.5
AND-OR/OR-AND	348	3.90
XOR/XNOR	10	0.163
flip-flops	1024	57.3
buffers and inverters	397	3.30
other	1	0.00699
-- routing by layer --
metal | global-route usage [%] | vias up | share of wire, %
met5 | 2.53 | - | 0.19
met3 | 23.1 | 404 | 18
met2 | 41.7 | 2325 | 46
met4 | 10.2 | 28 | 4.3
met1 | 33.6 | 16100 | 31
li1 | - | 13700 | -
-- power breakdown --
part | internal [mW] | total [mW] | switching, mW
registers | 4.28 | 4.37 | 0.0904
logic | 0.474 | 1.06 | 0.583
clock network | 1.98 | 3.45 | 1.46
total | 6.73 | 8.87 | 2.14
Power and IR drop assume default switching activity.
